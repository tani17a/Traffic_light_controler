==> flow/design.v <==
module counter(input T,clk,reset,
	output R,G,O,next);
	reg [5:0] count;
	parameter [1:0] s0=2'b00, s1=2'b01, s2=2'b11;
	reg [1:0] state, next_state;
	always@(posedge clk,posedge reset)begin
		if (reset)begin 
			state<=s0; 
			count<=60;
			end
		else begin if(~T) begin
			count<=15; 
			state<=s1;
		     end
		 else  begin 
			 state<=next_state;
			 if(state==s0 | state==s1) begin
			      if (count!=0) count=count-1;end
		    else count<=60;
			 end
		end
	end
	always@(*)begin
		case(state)
			s0:begin if (count==6'd5) next_state=s1;
				 else next_state=s0; 
		        end
			s1:begin if (count==6'd0) next_state=s2;
			   else next_state=s1; 
		        end
			s2:begin
				next_state=s0;
			end
			default: next_state=s0;
		endcase
	end
	assign R=(state==s2);
	assign O=(state==s1);
	assign G=(state==s0);
	assign next=(state==s2);
endmodule
module side(input T1, T2,T3, T4, Next, reset, clk,
	output [3:0] Side);
		parameter [3:0] s1=4'b0001, s2=4'b0010, s3=4'b0100, s4=4'b1000;
		reg [3:0] next_state, state;
		always@(*)begin
			case(state)
				s1: begin
					if (Next) begin if (T2) next_state=s2;
				        else next_state=s3; end
					else next_state=s1;
				end
				s2: begin
					if (Next) begin if (T3) next_state=s3; 
					else next_state=s4; end
					else next_state=s2;
				end
				s3: begin
					if (Next)begin  if (T4) next_state=s4;
					else next_state=s1; end
					else next_state=s3;
				end
				s4: begin
					if (Next) begin if (T1) next_state=s1; 
					else next_state=s2; end
					else next_state=s4;
				end
				default: next_state=s1;
			endcase
		end
		always@(posedge clk, posedge reset)begin
			if (reset) state<=s1;
			else state<=next_state;
		end
		assign Side=state;
endmodule
module Top_module(input T1,T2,T3,T4,clk,reset,
	output reg [3:0] Ri, Oi, Gi);
	wire R,G,O,next;
	wire [3:0] side;
	always@(*)begin
		if(G) Gi=side;
		else Gi=0;
		if(O) Oi=side;
		else Oi=0;
		if(O||G) Ri=4'b1111^side;
		if(R) Ri=4'b1111;
	end
	counter count(T1|T2|T3|T4 ,clk,reset,R,G,O,next);
	side direction(T1,T2,T3,T4,next,reset,clk,side);
endmodule
==> flow/run.sh <==
#!/bin/bash
# OpenROAD 26Q1-2900-gdf79404cd8, Yosys 0.63+post, stock flow scripts
make -C /OpenROAD-flow-scripts/flow DESIGN_CONFIG=/design/flow/config.mk WORK_HOME=/design/flow/orfs finish
==> flow/config.mk <==
export PLATFORM = sky130hd
export DESIGN_NAME = Top_module
export DESIGN_NICKNAME = Top_module
export VERILOG_FILES = /design/flow/design.v
export SDC_FILE = /design/flow/constraint.sdc
export NUM_CORES = 4
export LEC_CHECK = 1
export CORE_AREA = 10 10 90 90
export DIE_AREA = 0 0 100 100
==> flow/constraint.sdc <==
current_design Top_module

set clk_period 2.0
set clk_io_pct 0.2

create_clock -name clk0 -period $clk_period [get_ports {clk}]

set non_clock_inputs [all_inputs -no_clocks]
set_input_delay [expr $clk_period * $clk_io_pct] -clock clk0 $non_clock_inputs
set_output_delay [expr $clk_period * $clk_io_pct] -clock clk0 [all_outputs]
==> results.yml <==
# generated from flow reports
drt:
  vias_per_cell: 4.17
  antenna_left: 0
  drt-pass1-iter-count: 4
  drc_errors: 0
  vias: 847
  drtIter0Drc: 64
  antennaDiodeCount: 0
  avgRoutedWirePerCell_um: 11.8
  drt-total-wl_mm: 2.40
logic_synthesis:
  top_cell: "inv_1"
  synth_top_area_share_pct: 18.2
  post_synth_num_cell_types: 39
  syn_area_per_cell_um2: 8.91
  async_flop_share_pct: 76.5
  edf_count: 0
  top_area_cell: "dfrtp_1"
  ys_warn_count: 3
  synthTopCellsByArea: "dfrtp_1 18%, dfstp_2 16%, dlxtn_1 6.2%"
  synth-main-ff-cell: "dfrtp_1"
  numSynthFlops: 17
  synthTopCellsByCount: "12 x inv_1, 8 x and2_1, 7 x dfrtp_1"
  yosys_cells: 108
  synth_chip_area_um2: 962
  syn_area_um2: 962
  netlist_instances: 108
timing:
  setup_tns_ps: 0
  rsz0062_at_grt: "false"
  fmax_mhz: 517
  fin_skew_ps: 1.08
  finalCriticalPeriod_ps: 1930
  hold_viol: 0
  slew_headroom_pct: 62.0
  setup_viol: 0
  slew_viol_final: 0
  worstMarginPinSlew_ps: 562
  unclocked_pins: 4
  untimed_endpoints: 8
  fin_crit_sh_pct: 96.7
setup_path:
  cpMaxStageDelayCell: "dfstp_2"
  path_cells: "and2_1, clkdlybuf4s50_1"
  crit_start: "direction.state[0]$_DFF_PP1_"
  path_class: "flop to output port"
  cpPeakStageDelay_ps: 670
  crit_buf_inv: 1
  worstSetupEndpointType: "output port"
  worstPathMaxFanout: 13
  crit_required_ps: 1600
  cp.arrival_ps: 1530
  r2r-start: "count.count[2]$_DFFE_PP1P_"
  startpoint_type: "flop"
  reg2reg_slack_ps: 380
  critPathTopFamily: "flip-flops"
floorplanning:
  fp_util_pct: 15.3
  ios: 18
  floorplan.die.height_um: 100
  die_w_um: 100
  coreArea_um2: 6280
  rows: 29
  chip_area_um2: 10000
run:
  tool_warnings: 27
  drv_cap: 0
clock_tree:
  cts_resized: 0
  worstSkewPairLatency_ps: 240
  clk_pin_slew_worst_paths_ps: 60
  holdBufCountCts: 0
  cts_buffer_depth: 2
  cts_tree: "built"
  ctsRootBufferMaster: "clkbuf_8"
  cts_setup_buffers: 0
  cts_buffers: 3
  cts_htree_levels: 1
place:
  hpwl_mm: 1.85
  port_buffers: 17
  gp_congestion: 0.852
  placedCellCount: 199
final_layout:
  seq_area_um2: 393
  fillers: 693
  layoutNonFillerInstCount: 203
  layout.area.comb_um2: 505
  drive_gt1_share_pct: 10.3
  area.growth.synth_to_final_pct: 31.6
power:
  leakagePower_nw: 0.471
  ir_drop_mv: 0.653
  powerDensity_nw_per_um2: 976
global_routing:
  grt.overflow.total: 0
  grt_pass1_wl_mm: 4.11
  grt_antenna_before_repair: 0
  grt_usage_pct: 4.84
  grt_pass1_vias: 813
  grt_max_degree: 15
outcome:
  status: "finished, final reports clean"
min_path:
  hold_class: "input pin to async pin"
-- layout make-up --
cell class / count / share of cell area (%)
multi-input combinational: 74 / 39.9
sequential: 17 / 31.0
timing repair buffer: 18 / 14.0
tap: 77 / 7.61
inverter: 13 / 3.85
clock buffer: 4 / 3.56
-- per-stage QoR --
step / power [mW] / util [%] / hold WS [ps] / area [um^2] / worst slack (ps)
detailed placement: 1.00 / 19.5 / 519 / 1220 / 252
CTS: 1.24 / 20.2 / 514 / 1270 / 48.4
global route: 1.34 / 20.2 / 534 / 1270 / 12.5
finish: 1.24 / 20.2 / 500 / 1270 / 66.5
global placement: 1.00 / 19.5 / 521 / 1220 / 270
floorplan: 0.836 / - / 273 / 962 / 456
-- sequential cells by signal, summed over array words and instances (netlist names) --
register         cells
direction.state      4
Ri                   4
count.count          6
count.state          3
-- power by group --
part           switching, mW  leakage, nW  internal, mW
sequential             0.153        0.185         0.420
combinational          0.199        0.263         0.228
clock                 0.0963       0.0228         0.141
total                  0.448        0.471         0.788
-- metal layers --
metal  vias up  routed length (um)  GRT usage (%)
li1        433                   -              -
met1       390                1230           7.65
met2        22                1050           6.87
met3         2                 117          0.833
met4         0                   8          0.543
met5         -                   0              0
-- kinds of logic after synthesis --
| family | synth area share (%) |
|---|---|
| latches | 6.24 |
| AND/OR/NAND/NOR | 24.1 |
| XOR/XNOR | 2.73 |
| flip-flops | 34.6 |
| AND-OR/OR-AND | 21.8 |
| buffers and inverters | 6.63 |
| adder cells (fa/ha/maj) | 3.90 |
-- path summary, 6_finish.rpt --
path                                                 to  cells past startpoint
min reg2reg                    count.state[0]$_DFF_PP1_                      2
max                                               Gi[0]                      2
max reg2reg                  count.count[1]$_DFFE_PP0P_                      3
max in group asynchronous    count.count[5]$_DFFE_PP1P_                      2
min in group clk0              count.state[0]$_DFF_PP1_                      2
min                        direction.state[3]$_DFF_PP0_                      2
-- layout by cell type, fill, tap and decap left out, drive strengths merged, types with 5 or more instances in the layout --
| master | synthesis | final |
|---|---|---|
| a21oi | 5 | 5 |
| and2 | 8 | 8 |
| clkdlybuf4s50 | 0 | 17 |
| dfrtp | 7 | 7 |
| dfstp | 6 | 6 |
| inv | 12 | 12 |
| nand2 | 6 | 6 |
| nor2 | 5 | 5 |
| o21ai | 6 | 6 |
Power and IR drop assume default switching activity.
